==> flow/design.v <==
module TLC(HG,HY,HR,FG,FY,FR,FL_show,HL_show,time_short,time_long,time_buf,coil,button,rst,clk);
	input coil,button,rst,clk;
	input [6:0] time_short,time_long;	 
	output HG,HY,HR,FG,FY,FR;			 
	output reg [6:0] HL_show,FL_show;	 
	input [3:0] time_buf;				 
	reg [2:0] cs,ns;					 
	reg [6:0] count0_cs,count0_ns;		 
	reg [6:0] count1_cs,count1_ns;		 
	always@(posedge clk or posedge rst) 
	begin
		if(rst) begin
			cs <= 3'd0;
			count0_cs <= 7'd0;
			count1_cs <= 7'd0;
		end
		else begin
			cs <= ns;
			count0_cs <= count0_ns;
			count1_cs <= count1_ns;
		end
	end
	always@(cs or coil or button or count0_cs or count1_cs) begin
		case(cs)
				3'd0: begin
					ns <= (count0_cs < time_buf) ? 3'd0:3'd1;
					count0_ns <= count0_cs + 7'd1;
					count1_ns <= 7'd0;
					FL_show <= 7'd99;					 
					HL_show <= time_buf - count0_cs + 7'd1;		 
				end
				3'd1: begin
					ns <= (button) ? 3'd3 : (coil) ? 3'd2:3'd1;
					count0_ns <= 7'd0;
					FL_show <= 7'd99;		 
					HL_show <= 7'd99;		 
				end
				3'd2: begin
					ns <= (coil) ? (count0_cs < time_buf) ? 3'd2:3'd3 : 3'd1;
					count0_ns <= count0_cs + 7'd1;
					count1_ns <= 7'd0;
					FL_show <= 7'd99;		 
					HL_show <= 7'd99;		 
				end
				3'd3: begin 
					ns <= (count1_cs < time_short) ? 3'd3:3'd4;
					count1_ns <= count1_cs + 7'd1;
					count0_ns <= 7'd0;
					FL_show <= time_short + time_buf*2 - count1_cs + 7'd3;	 
					HL_show <= time_short - count1_cs + 7'd1;				 
				end
				3'd4: begin
					ns <= (count0_cs < time_buf) ? 3'd4:3'd5;
					count0_ns <= count0_cs + 7'd1;
					count1_ns <= 7'd0;
					FL_show <= time_buf*2 - count0_cs + 7'd2;	 
					HL_show <= 7'd0;						 
				end
				3'd5: begin
					ns <= (count1_cs < time_buf) ? 3'd5:3'd6;
					count1_ns <= count1_cs + 7'd1;
					count0_ns <= 7'd0;
					FL_show <= time_buf - count1_cs + 7'd1;					 
					HL_show <= time_long + time_buf*3 - count1_cs + 7'd4;	 
				end
				3'd6: begin
					ns <= (count0_cs < time_long) ? 3'd6:3'd7;
					count0_ns <= count0_cs + 7'd1;
					count1_ns <= 7'd0;
					FL_show <= time_long - count0_cs + 7'd1;				 
					HL_show <= time_long + time_buf*2 - count0_cs + 7'd3;	 
				end
				3'd7: begin
					ns <= (count1_cs < time_buf) ? 3'd7:3'd0;
					count1_ns <= count1_cs + 7'd1;
					count0_ns <= 7'd0;
					FL_show <= 7'd0;						 
					HL_show <= time_buf*2 - count1_cs + 7'd2;	 
				end
			endcase
	end
	assign HG = (cs == 3'd1)||(cs == 3'd2)||(cs == 3'd3);
	assign HY = (cs == 3'd4);
	assign HR = (cs == 3'd0)||(cs == 3'd5)||(cs == 3'd6)||(cs == 3'd7);
	assign FG = (cs == 3'd6);
	assign FY = (cs == 3'd7);
	assign FR = (cs != 3'd6) && (cs!= 3'd7);
endmodule
==> flow/run.sh <==
#!/bin/bash
# OpenROAD 26Q1-2900-gdf79404cd8, Yosys 0.63+post, stock flow scripts
make -C /OpenROAD-flow-scripts/flow DESIGN_CONFIG=/design/flow/config.mk WORK_HOME=/design/flow/orfs finish
==> flow/config.mk <==
export PLATFORM = sky130hd
export DESIGN_NAME = TLC
export DESIGN_NICKNAME = TLC
export VERILOG_FILES = /design/flow/design.v
export SDC_FILE = /design/flow/constraint.sdc
export NUM_CORES = 4
export LEC_CHECK = 1
export CORE_UTILIZATION = 40
==> flow/constraint.sdc <==
current_design TLC

set clk_period 4.6
set clk_io_pct 0.2

create_clock -name clk0 -period $clk_period [get_ports {clk}]

set non_clock_inputs [all_inputs -no_clocks]
set_input_delay [expr $clk_period * $clk_io_pct] -clock clk0 $non_clock_inputs
set_output_delay [expr $clk_period * $clk_io_pct] -clock clk0 [all_outputs]
==> results.ini <==
[status]
status = complete, but fails checks
failing_checks = setup timing

[final_layout]
area_delta_synth_final_pct = 33.3
final_cell_count_no_fill = 746
ratio_of_cells_with_drive_above_1_in_the_final_layout_pct = 25.9
layout.filler_cells = 928
logic_area_mm2 = 0.00365
register_area_um2 = 657

[timing]
achievable-frequency_mhz = 212
unclocked_regs = 7
final.setup.worst_slack_ns = -0.122
slew_viol_final = 0
layout_worst_path_cycle_share_pct = 103
max-slew-margin-rel_pct = 44.4
worst-slew-pin-transition_ns = 0.827
endpoints_left_unconstrained = 14
timing.final.crit_period_ns = 4.72
setup_viol = 4
unrepaired_setup_endpoints_after_global_routing = true
report.final.hold_viol_count = 0
skew_ns = 0.00200

[logic_synthesis]
synth.area.top_cells = ha_1 30%, fa_1 12%, dfrtp_1 12%
top_area_contributor_share_pct = 29.6
post-synth-top-count-cell = ha_1
synth.avg_cell_area_um2 = 9.01
syn_area_mm2 = 0.00440
syn_inst = 488
top_area_cell = ha_1
flop_cell = dfrtp_1
yosysWarningCount = 1
synth-cells-yosys = 488
synth_cell_type_count = 45
yosys_register_bits = 29
yosys-top-cells-count = 104 x ha_1, 82 x inv_1, 28 x a21oi_1
edf_count = 0
yosysChipArea_mm2 = 0.00440
async_flop_share_pct = 75.9

[worst_hold_path]
hold-path-endpoint = cs[6]
hold_path_startpoint = cs[4]
hold_path_depth = 2
min_path_type = reg2reg

[power_and_ir_drop]
p_per_area_mw_per_mm2 = 377
total_power_mw = 2.21
peak_supply_drop_uv = 336
p_seq_share_pct = 16.9
share_clk_of_total_power_pct = 5.4
power.leakage_nw = 2.94
netSwitchingFraction_pct = 44.2
total_switching_power_uw = 977
share_comb_of_total_power_pct = 77.7
intPower_mw = 1.23

[grt]
grt_overflow = 0
first_global_vias = 3852
global_route.usage.total_pct = 23.3
grt_pass1_wl_um = 19700
grt_start_max_net_pins = 23
initial_antenna_violation_count = 0

[critical_path]
worstRegToRegCells = 7
crit_path_top_delay_cell = fa_2
r2r_setup_slack_ns = 2.30
timing.rr.start = count0_cs[1]
timing.critical_path.max_delay_family = adder cells
max_stage_delay_ns = 0.54
end_kind = output port
timing.critical_path.buf_inv = 6
crit_path_max_fanout = 4
timing.rr.end = cs[6]
timing.critical_path.arrival_ns = 3.80
path_cells = buf_8 > inv_6 > fa_2 > fa_2 > inv_2 > ha_4 > ha_4 > inv_2 > fa_2 > inv_2 > a21o_1 > a21oi_2 > xnor2_1 > a221oi_2 > o211ai_1 > buf_2
crit_path_start_kind = primary input
criticalPathCategory = in2out
critPathRequiredTime_ns = 3.68

[clock_network]
ctsHtreeMaxLevel = 1
clk_root_buffer_cell = clkbuf_8
path_clk_slew_ns = 0.08
tritoncts.num_buffers = 3
tritoncts_clock_tree = built
clock.latency.late_pin_ns = 0.25
clk_path_buf_depth = 2

[detailed_routing]
num_vias = 3872
average_wire_length_per_cell_after_detail_routing_um = 16.3
detail_route.drc_violations = 0
totalWireLength_um = 12100
drt_first_iter_violations = 220
antenna_cells = 0
firstDrtPassIters = 5
drtAntennaViolNets = 0
vias_per_cell = 5.19

[die]
chip_area_mm2 = 0.0114
core.rowCount = 37
fp-utilization_pct = 41.9
die.size.y_um = 107
die_w_um = 107
pin_count = 42
core_area_mm2 = 0.0105

[placed_design]
portBuffers = 41
place_hpwl_um = 10200
dp.cells = 734
finalWeightedCongestion = 0.908

[run]
tool_warnings = 49
number_of_max_cap_violations = 0

==> per-stage QoR <==
stage	TNS (ns)	setup WS, ns	hold WS (ns)	utilization, %	area [µm²]
finish	-0.355	-0.122	0.544	55.8	5870
global route	-0.888	-0.260	0.572	55.8	5870
CTS	-0.422	-0.180	0.545	54.6	5740
detailed placement	-7.74	-1.07	0.524	52.5	5520
global placement	-7.48	-1.04	0.524	52.5	5520
floorplan	0	0.0280	0.485	-	4400
==> power groups by stage <==
stage         Clock (mW)  Sequential, mW  Combinational (mW)
CTS                0.124           0.367                1.63
global route       0.132           0.385                1.91
finish             0.120           0.374                1.72
==> layout by cell type (no fill, tap or decap), types with 4 or more instances in the layout <==
cell and instances:
clkdlybuf4s50_1 24, fa_2 8, ha_4 9, buf_4 82
o21ai_0 14, a21oi_2 6, a22o_1 4, xnor2_1 23
inv_2 14, o211ai_1 4, nand3_1 13, nor3_1 6
dlygate4sd2_1 5, a221oi_2 4, a22oi_1 11, a211oi_1 6
xor2_1 19, a21oi_1 21, inv_1 66, fa_1 19
dlxtn_1 7, buf_2 8, dfrtp_1 21, o21bai_1 7
ha_1 92, o21ai_1 8, nor2b_1 4, nor2_1 18
nand2_1 16, a21o_1 20
==> state kept, by name, indices dropped and copies added (netlist names) <==
name       flops
count1_ns      7
count1_cs      7
cs             8
count0_cs      7
==> kinds of logic (layout without fill, tap and decap cells) <==
family	after synthesis	in the layout	synth area share (%)
fa+ha+maj	131	131	41.9
compound gates	119	119	18.2
buf+inv	91	213	8.02
simple gates	71	71	7.65
xor+xnor	47	47	9.36
flops	22	22	12.5
latches	7	7	2.39
==> final cells by class <==
class                           instances  share of cell area (%)
Timing Repair Buffer                  126                    17.5
Clock buffer                            4                   0.768
Multi-Input combinational cell        368                    62.2
Tap cell                              136                    2.90
Sequential cell                        29                    11.2
Inverter                               83                    5.50
==> what timing repair did <==
action | 4_1_cts | 5_1_grt
pin swaps | 40 | 17
buffers inserted | 5 | 4
gates resized | 96 | 22
endpoints found under the setup margin | 10 | 6
hold buffers | 0 | 0
==> tightest hold or removal path: stages (launching register included) <==
cell and delay [ns]:
dfrtp_1 0.38, a32oi_1 0.06, o21ai_0 0.06
==> worst max-delay path by stage <==
stage	start	cells after the start	endpoint
CTS	time_buf[0]	16	HL_show[5]
global route	time_buf[0]	15	HL_show[5]
finish	time_buf[1]	16	HL_show[5]
==> metal layers <==
layer | track usage [%] | vias up | part of all wire (%)
met2 | 34.7 | 106 | 44
met5 | 2.38 | - | 0
met3 | 3.16 | 20 | 5.4
met1 | 36.4 | 1825 | 48
li1 | - | 1921 | -
met4 | 5.77 | 0 | 2.9
Power figures rest on the tool's default switching activity, not on a simulated workload.
